--- ./design.v ---
module processor( input         clk, reset,
                  output [31:0] PC,
                  input  [31:0] instr,
                  output        we,
                  output [31:0] address_to_mem,
                  output [31:0] data_to_mem,
                  input  [31:0] data_from_mem
                );
    wire branchBeq, branchJal, branchJalr, regWrite, memToReg, memWrite, ALUSrc, luiImm, luiImmBranch;
    wire [3:0] ALUControl;
    wire [2:0] immControl;
    wire [31:0] resBeforeBranchTarget, res, rv1, rv2;
    wire [31:0] immOp;
    wire [31:0] luiImmToAddToPC;
    wire [31:0] secondSrc;
    wire [31:0] ALUOut;
    wire [31:0] PCPlus4;
    wire[31:0] branchTargetCandidate;
    wire [31:0] branchTarget;
    wire branchJalx;
    wire [31:0] resultCandidate, memRes;
    wire[31:0] luiImmOp;
    wire branchOutcome;
    wire [31:0] PCn;
    controlUnit controller(instr, branchBeq, branchJal, branchJalr, regWrite, memToReg, memWrite, ALUSrc, luiImm, luiImmBranch, ALUControl, immControl);
    GPRSet GPRs(instr[19:15], instr[24:20], instr[11:7], res, clk, regWrite, rv1, rv2);
    immDecode immDecoder(instr, immControl, immOp);
    mux beforeALU(rv2, immOp, ALUSrc, secondSrc);
    ALU ALUnit(rv1, secondSrc, ALUControl, ALUOut);
    assign address_to_mem = ALUOut;
    assign data_to_mem = rv2;
    assign we = memWrite;
    ALU PC4Adder (32'b100, PC, 4'b0, PCPlus4);
    mux immPCAdderMux (immOp, luiImmOp, luiImmBranch, luiImmToAddToPC);
    ALU immPCAdder(luiImmToAddToPC, PC, 4'b0, branchTargetCandidate);
    mux branchTargetMux(branchTargetCandidate, ALUOut, branchJalr, branchTarget);
    assign branchJalx = branchJal || branchJalr;
    mux branchJalxMux(ALUOut, PCPlus4, branchJalx, resultCandidate);
    mux dataMemMux(resultCandidate, data_from_mem, memToReg, memRes);
    luiImmAdder luiImmTransform(immOp[31:12], luiImmOp);
    mux almostFinalMux(memRes, luiImmOp, luiImm, resBeforeBranchTarget);
    mux finalMux(resBeforeBranchTarget, branchTarget, luiImmBranch, res);
    assign branchOutcome = (branchBeq & ALUOut[0]) || branchJalx;
    mux PCMux(PCPlus4, branchTarget, branchOutcome, PCn);
    register PCReg(PCn, clk, reset, PC);
endmodule
module controlUnit ( input [31:0] instr, 
		     output reg branchBeq, branchJal, branchJalr, regWrite, memToReg, memWrite, ALUSrc, luiImm,luiImmBranch ,
		     output reg [3:0] ALUControl, 
		     output reg [2:0] immControl
		    );
	always @*
		casez(instr)
		32'b0000000??????????000?????0110011:  
			{branchBeq, branchJal, branchJalr, regWrite, memToReg, memWrite, ALUSrc, luiImm, luiImmBranch, immControl, ALUControl} = 
			{     1'b0,      1'b0,       1'b0,     1'b1,     1'b0,     1'b0,   1'b0,   1'b0,         1'b0,     3'b000,    4'b0000};
		32'b?????????????????000?????0010011:  
			{branchBeq, branchJal, branchJalr, regWrite, memToReg, memWrite, ALUSrc, luiImm, luiImmBranch, immControl, ALUControl} = 
			{     1'b0,      1'b0,       1'b0,     1'b1,     1'b0,     1'b0,   1'b1,   1'b0,         1'b0,     3'b001,    4'b0000};
		32'b0000000??????????111?????0110011:  
			{branchBeq, branchJal, branchJalr, regWrite, memToReg, memWrite, ALUSrc, luiImm, luiImmBranch, immControl, ALUControl} = 
			{     1'b0,      1'b0,       1'b0,     1'b1,     1'b0,     1'b0,   1'b0,   1'b0,         1'b0,     3'b000,    4'b0010};
		32'b0100000??????????000?????0110011:  
			{branchBeq, branchJal, branchJalr, regWrite, memToReg, memWrite, ALUSrc, luiImm, luiImmBranch, immControl, ALUControl} = 
			{     1'b0,      1'b0,       1'b0,     1'b1,     1'b0,     1'b0,   1'b0,   1'b0,         1'b0,     3'b000,    4'b0001};
		32'b0000000??????????010?????0110011:  
			{branchBeq, branchJal, branchJalr, regWrite, memToReg, memWrite, ALUSrc, luiImm, luiImmBranch, immControl, ALUControl} = 
			{     1'b0,      1'b0,       1'b0,     1'b1,     1'b0,     1'b0,   1'b0,   1'b0,         1'b0,     3'b000,    4'b0100};
		32'b0000001??????????100?????0110011:  
			{branchBeq, branchJal, branchJalr, regWrite, memToReg, memWrite, ALUSrc, luiImm, luiImmBranch, immControl, ALUControl} = 
			{     1'b0,      1'b0,       1'b0,     1'b1,     1'b0,     1'b0,   1'b0,   1'b0,         1'b0,     3'b000,    4'b0101};
		32'b0000001??????????110?????0110011:  
			{branchBeq, branchJal, branchJalr, regWrite, memToReg, memWrite, ALUSrc, luiImm, luiImmBranch, immControl, ALUControl} = 
			{     1'b0,      1'b0,       1'b0,     1'b1,     1'b0,     1'b0,   1'b0,   1'b0,         1'b0,     3'b000,    4'b0110};
		32'b?????????????????000?????1100011:  
			{branchBeq, branchJal, branchJalr, regWrite, memToReg, memWrite, ALUSrc, luiImm, luiImmBranch, immControl, ALUControl} = 
			{     1'b1,      1'b0,       1'b0,     1'b0,     1'b0,     1'b0,   1'b0,   1'b0,         1'b0,     3'b011,    4'b0111};
		32'b?????????????????100?????1100011:  
			{branchBeq, branchJal, branchJalr, regWrite, memToReg, memWrite, ALUSrc, luiImm, luiImmBranch, immControl, ALUControl} = 
			{     1'b1,      1'b0,       1'b0,     1'b0,     1'b0,     1'b0,   1'b0,   1'b0,         1'b0,     3'b011,    4'b0100};
		32'b?????????????????010?????0000011:  
			{branchBeq, branchJal, branchJalr, regWrite, memToReg, memWrite, ALUSrc, luiImm, luiImmBranch, immControl, ALUControl} = 
			{     1'b0,      1'b0,       1'b0,     1'b1,     1'b1,     1'b0,   1'b1,   1'b0,         1'b0,     3'b001,    4'b0000};
		32'b?????????????????010?????0100011:  
			{branchBeq, branchJal, branchJalr, regWrite, memToReg, memWrite, ALUSrc, luiImm, luiImmBranch, immControl, ALUControl} = 
			{     1'b0,      1'b0,       1'b0,     1'b0,     1'b0,     1'b1,   1'b1,   1'b0,         1'b0,     3'b010,    4'b0000};
		32'b?????????????????????????0110111:  
			{branchBeq, branchJal, branchJalr, regWrite, memToReg, memWrite, ALUSrc, luiImm, luiImmBranch, immControl, ALUControl} = 
			{     1'b0,      1'b0,       1'b0,     1'b1,     1'b0,     1'b0,   1'b0,   1'b1,         1'b0,     3'b100,    4'b0000};
		32'b?????????????????????????1101111:  
			{branchBeq, branchJal, branchJalr, regWrite, memToReg, memWrite, ALUSrc, luiImm, luiImmBranch, immControl, ALUControl} = 
			{     1'b0,      1'b1,       1'b0,     1'b1,     1'b0,     1'b0,   1'b0,   1'b0,         1'b0,     3'b101,    4'b0000};
		32'b?????????????????000?????1100111:  
			{branchBeq, branchJal, branchJalr, regWrite, memToReg, memWrite, ALUSrc, luiImm, luiImmBranch, immControl, ALUControl} = 
			{     1'b0,      1'b0,       1'b1,     1'b1,     1'b0,     1'b0,   1'b1,   1'b0,         1'b0,     3'b001,    4'b0000};
		32'b?????????????????????????0010111:  
			{branchBeq, branchJal, branchJalr, regWrite, memToReg, memWrite, ALUSrc, luiImm, luiImmBranch, immControl, ALUControl} = 
			{     1'b0,      1'b0,       1'b0,     1'b1,     1'b0,     1'b0,   1'b0,   1'b0,         1'b1,     3'b100,    4'b0000};
		32'b0000000??????????001?????0110011:  
			{branchBeq, branchJal, branchJalr, regWrite, memToReg, memWrite, ALUSrc, luiImm, luiImmBranch, immControl, ALUControl} = 
			{     1'b0,      1'b0,       1'b0,     1'b1,     1'b0,     1'b0,   1'b0,   1'b0,         1'b0,     3'b000,    4'b1000};
		32'b0000000??????????101?????0110011:  
			{branchBeq, branchJal, branchJalr, regWrite, memToReg, memWrite, ALUSrc, luiImm, luiImmBranch, immControl, ALUControl} = 
			{     1'b0,      1'b0,       1'b0,     1'b1,     1'b0,     1'b0,   1'b0,   1'b0,         1'b0,     3'b000,    4'b1001};
		32'b0100000??????????101?????0110011:  
			{branchBeq, branchJal, branchJalr, regWrite, memToReg, memWrite, ALUSrc, luiImm, luiImmBranch, immControl, ALUControl} = 
			{     1'b0,      1'b0,       1'b0,     1'b1,     1'b0,     1'b0,   1'b0,   1'b0,         1'b0,     3'b000,    4'b1010};
		default: 
		; 
	endcase
endmodule
module immDecode ( input [31:0]  instr,
		   input [2:0]   immControl,
		   output reg [31:0] imm
		  );
	always @*
		casez (immControl)
		3'b000:  
		imm = { 32{1'b0}};
		3'b001:  
		imm = { { 21{instr[31]}}, instr[30:20]};
		3'b010:  
		imm = { { 21{instr[31]}}, instr[30:25], instr[11:7]};
		3'b011:  
		imm = { { 20{instr[31]}}, instr[7], instr[30:25], instr[11:8], 1'b0};
		3'b100:  
		imm = {instr[31:12], 12'b0};
		3'b101:  
		imm = { { 12{instr[31]}}, instr[19:12], instr[20], instr[30:21], 1'b0};
		default:
		;
	endcase
endmodule
module mux(input [31:0]case_0, case_1, 
	    input select,
	    output reg [31:0]out
	   );
	always @* 
		if (select) out = case_1;
		else out = case_0;
endmodule
module ALU ( input [31:0] srcA, srcB, 
	     input [3:0] ALUControl,
	     output reg [31:0] res
	    );
	always @*
		casez (ALUControl)
		4'b0000:  
		res = srcA + srcB;
		4'b0001:  
		res = srcA - srcB;
		4'b0010:  
		res = srcA & srcB;
		4'b0011:  
		res = srcA | srcB;
		4'b0100:  
		res =  $signed(srcA) < $signed(srcB);
		4'b0101:  
		res = srcA / srcB;
		4'b0110:  
		res = srcA % srcB;
		4'b0111:  
		res = srcA == srcB;
		4'b1000:  
		res = srcA << srcB;
		4'b1001:  
		res = srcA >>> srcB;
		4'b1010:  
		res = $signed(srcA) >>> srcB;
	endcase
endmodule
module register (input [31:0] in, 
		 input clk, reset,
		 output reg [31:0] out
		 );
	always @(posedge clk or posedge reset) begin
		if (reset) out = 32'b0; 
		else out = in;	 
	end
endmodule
module GPRSet ( input [4:0] A, B, C, 
		input [31:0] wd,
		input clk, we, 
		output [31:0] rd1, rd2
		);
	reg [31:0] regs[31:0];
	always @(posedge clk)
		if (we) regs[C] = wd;
	assign rd1 = (A == 0) ? 32'b0 : regs[A];
	assign rd2 = (B == 0) ? 32'b0 : regs[B];
endmodule
module luiImmAdder ( input [19:0] imm,
	  	     output [31:0] out
	  	    );
	assign out = {imm, 12'b0}; 	    
endmodule
--- ./run.sh ---
#!/bin/bash
# OpenROAD 26Q1-2900-gdf79404cd8, Yosys 0.63+post, stock flow scripts
make -C /OpenROAD-flow-scripts/flow DESIGN_CONFIG=/design/flow/config.mk WORK_HOME=/design/flow/orfs finish
--- ./config.mk ---
export PLATFORM = sky130hd
export DESIGN_NAME = processor
export DESIGN_NICKNAME = processor
export VERILOG_FILES = /design/flow/design.v
export SDC_FILE = /design/flow/constraint.sdc
export NUM_CORES = 4
export LEC_CHECK = 1
export CORE_UTILIZATION = 50
--- ./constraint.sdc ---
current_design processor

set clk_period 16.3
set clk_io_pct 0.2

create_clock -name clk0 -period $clk_period [get_ports {clk}]

set non_clock_inputs [all_inputs -no_clocks]
set_input_delay [expr $clk_period * $clk_io_pct] -clock clk0 $non_clock_inputs
set_output_delay [expr $clk_period * $clk_io_pct] -clock clk0 [all_outputs]
==> flow_summary.ini <==
; implementation run metrics
[setup_path]
crit_arrival_ps = 7600
crit_path_start_kind = primary input
end_kind = output port
path_class = primary input to output port
crit_fanout = 52
worstPathRequired_ps = 13040

[final_timing]
fin_tns_setup_ps = 0
slew_viol_final = 0
unclocked_regs = 80
fmax_mhz = 92.1
tightest_slew_ps = 1070
period_used_share = 0.666
fin_skew_ps = 46.2
rsz0062_at_grt = false
hold_viol_final = 0
setup_violations = 0
untimed_endpoints = 113
min_period_ps = 10860
setup_ws_ps = 5440
max-slew-margin-rel = 0.280

[logic_synthesis]
syn-cell-area_mm2 = 0.0908
synth_cell_types = 112
yosysTopAreaCellShare = 0.339
ys_area_mm2 = 0.0908
ys.warnings.count = 6
yosysCellCount = 8914
netlist_instances = 8914
async_flop_share = 0.0282
top_area_cell = edfxtp_1
synth_flops = 1136
area_leaders = edfxtp_1 34%, mux4_2 11%, ha_1 9.1%
synth.avg_cell_area_um2 = 10.2
synth-edff-count = 1024
ff_type = edfxtp_1

[drt]
ant_nets = 0
firstDrtPassIters = 6
drt-initial-drc-count = 6063
viasPerCell = 6.73
avgRoutedWirePerCell_um = 33.0
drc = 0
via_count = 77197
totalWireLength_um = 378000

[clocking]
cts_buffers = 98
cts-root-buf = clkbuf_16
clk_path_buf_depth = 3
post_cts_buffers = 0
cts-resized-gates = 0
cts_tree = done
postCtsHoldBufs = 0
clk_pin_slew_ps = 70
clk_latency_ps = 730
htreeDepth = 3

[job]
drv_cap = 0
tool_warnings = 95

[die]
chip_area_mm2 = 0.183
die_h_um = 428
dieWidth_um = 428
initial_core_util = 0.503
fp-row-count = 156
pin_count = 163
core_area_mm2 = 0.181

[global_route]
antenna_found_initial = 16
grtUsageTotal = 0.436
grt_pass1_vias = 77018
grt_max_degree = 102
grt_overflow_total = 0
grt_pass1_wl_um = 540000

[status]
outcome = complete, no violations

[power_and_ir_drop]
p_total_uw = 11400
ir_drop_mv = 0.103
leakage_uw = 0.0381
power_density_mw_per_mm2 = 114

[hold_path]
min_path_type = register to register

[place]
hpwl_um = 275000
io_buffers = 162
place.gp.congestion = 1.08
place_ws_ps = 5470

[cells_and_area]
drive_gt1_frac = 0.139
syn2layout_area_growth_pct = 9.74
==> state kept, by name, indices dropped and copies added (netlist names) <==
signal,cells
ALUnit.res,32
GPRs.regs,1024
PCReg.out,32
controller.ALUControl,4
controller.ALUSrc,1
controller.branchBeq,1
controller.branchJal,1
controller.branchJalr,1
controller.immControl,3
controller.luiImm,1
controller.luiImmBranch,1
controller.memToReg,1
controller.memWrite,1
controller.regWrite,1
immDecoder.imm,32
==> power by group <==
group / internal [uW] / leakage, uW / switching (uW)
clock: 1290 / 0.00158 / 1070
combinational: 2290 / 0.0262 / 3690
sequential: 3010 / 0.0103 / 58.0
total: 6590 / 0.0381 / 4820
==> worst paths after layout <==
path,startpoint,to,slack (ps),cells past startpoint
max,instr[20],data_to_mem[12],5440,10
min,PCReg.out[0],PCReg.out[0],630,2
max reg2reg,PCReg.out[0],GPRs.regs[19][30],10320,22
min reg2reg,PCReg.out[0],PCReg.out[0],630,2
max in group asynchronous,reset,PCReg.out[23],12930,3
min in group asynchronous,reset,PCReg.out[1],2970,3
==> metrics by stage <==
| stage | hold WS (ps) | instances | utilization | instance area [um2] |
|---|---|---|---|---|
| final | 634 | 11472 | 0.552 | 99700 |
| after CTS | 632 | 11460 | 0.552 | 99600 |
| after floorplan | 524 | 8914 | - | 90800 |
| after detailed placement | 614 | 11278 | 0.534 | 96400 |
| after global routing | 673 | 11460 | 0.552 | 99600 |
| after global placement | 605 | 11278 | 0.534 | 96400 |
==> metal layers <==
layer	track usage	part of all wire
met1	0.524	0.34
met2	0.651	0.46
met3	0.209	0.13
met4	0.254	0.077
met5	0.0146	0.0011
==> worst max-delay path, cell delays in order <==
cell,delay (ps)
buf_8,380
buf_4,620
buf_4,480
buf_4,680
mux4_2,600
a22o_1,250
a221oi_1,240
nand3_1,260
and2_1,270
clkdlybuf4s50_1,400
==> area by class of cell <==
| type | count | area (um2) |
|---|---|---|
| Antenna cell | 12 | 30.0 |
| Clock buffer | 104 | 2500 |
| Clock inverter | 78 | 767 |
| Fill cell | 15379 | 80900 |
| Inverter | 275 | 1030 |
| Multi-Input combinational cell | 7032 | 55700 |
| Sequential cell | 1136 | 32800 |
| Tap cell | 2370 | 2970 |
| Timing Repair Buffer | 465 | 3910 |
==> placed cells by master (no fill, tap or decap), drive strengths merged, types with 64 or more instances in the layout <==
master	instances
edfxtp	1024
nor2	829
nand2	731
a21oi	667
ha	657
mux4	457
o21ai	427
mux2i	321
buf	313
inv	274
nor3	244
xnor2	243
nand3	206
a21o	200
xor2	177
o21a	172
clkdlybuf4s50	152
a22oi	140
a211oi	128
clkbuf	104
nor2b	88
or3	87
a31oi	85
dlxtn	80
nand4	70
and2	70
nand2b	66
and3	66
mux2	66
o211ai	64
==> synthesized netlist by cell type (61+ instances only) <==
library cell and n:
a211oi_1 125, and2_1 67, nand2_1 731, xnor2_1 243, nor2_1 826, nand4_1 70
a22oi_1 140, and3_1 66, mux4_2 457, a21o_1 200, o211ai_1 63, inv_1 270
nor3_1 243, xor2_1 177, or3_1 87, nor2b_1 88, dlxtn_1 80, o21ai_0 411
nand3_1 205, mux2_2 65, a31oi_1 83, or2_2 61, buf_1 76, buf_2 62
o21a_1 172, clkbuf_1 301, a21oi_1 663, edfxtp_1 1024, ha_1 657, mux2i_1 321
nand2b_1 66
==> cells by family after synthesis <==
kind of cell	count (synthesis)	share of synthesized area
simple gates	2673	0.138
compound gates	2434	0.179
flops	1056	0.347
mux	844	0.157
buf+inv	746	0.0340
fa+ha+maj	661	0.0914
xor+xnor	420	0.0405
latches	80	0.0132
No activity file was given, so power comes from the tool's default toggle rates.
